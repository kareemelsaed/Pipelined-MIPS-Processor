==> design/flow/design.v <==
module hazUnit 
#(parameter op_width=5,mux_sel=2)
(
    input branch_d,  
    input jmp_d,
 input [op_width-1:0] RsE,  
 input [op_width-1:0] RtE, 
 input [op_width-1:0] RsD,  
 input [op_width-1:0] RtD, 
 input [op_width-1:0] write_reg_m , 
 input [op_width-1:0] write_reg_w , 
  input [op_width-1:0] write_reg_e , 
 input reg_write_mem,  
 input reg_write_wr, 
 input reg_write_e,  
 input mem2reg_e,  
 input mem2reg_m,  
output reg [mux_sel-1:0] Forward_A_E,  
output reg [mux_sel-1:0] Forward_B_E,  
output  Forward_A_D,  
output  Forward_B_D,  
output stall_F ,  
output stall_D, 
output flush_E 
);
wire lw_stall;
wire branch;
assign lw_stall=((RsD==RtE) || (RtD==RtE)) && mem2reg_e ;
assign branch=((branch_d & reg_write_e & ((write_reg_e == RsD) | (write_reg_e == RtD))) | (branch_d & mem2reg_m & ((write_reg_m == RsD) | (write_reg_m == RtD))));
assign stall_F=lw_stall||branch;
assign stall_D=lw_stall||branch;
assign flush_E=lw_stall||branch||jmp_d;
assign Forward_A_D = ((RsD!=0)&&(RsD==write_reg_m)&&reg_write_mem);
assign Forward_B_D = ((RtD!=0)&&(RtD==write_reg_m)&&reg_write_mem);
localparam [mux_sel-1:0] reg_file=2'b00; 
localparam [mux_sel-1:0] forward_wr=2'b01; 
localparam [mux_sel-1:0] forward_mem=2'b10; 
always @ (*)begin
    if((RsE!=0)&&((RsE==write_reg_m)&&reg_write_mem ))
    Forward_A_E=forward_mem;
    else if  ((RsE!=0)&&((RsE==write_reg_w)&&write_reg_w ))
     Forward_A_E=forward_wr;
     else 
     Forward_A_E=reg_file;
end
always @ (*)begin
    if((RtE!=0)&&(RtE==write_reg_m)&&reg_write_mem )
    Forward_B_E=forward_mem;  
    else if  ((RtE!=0)&&(RtE==write_reg_w)&&write_reg_w )
     Forward_B_E=forward_wr;  
     else 
     Forward_B_E=reg_file;  
end
endmodule  
==> design/flow/run.sh <==
#!/bin/bash
# OpenROAD 26Q1-2900-gdf79404cd8, Yosys 0.63+post, stock flow scripts
make -C /OpenROAD-flow-scripts/flow DESIGN_CONFIG=/design/flow/config.mk WORK_HOME=/design/flow/orfs finish
==> design/flow/config.mk <==
export PLATFORM = sky130hd
export DESIGN_NAME = hazUnit
export DESIGN_NICKNAME = hazUnit
export VERILOG_FILES = /design/flow/design.v
export SDC_FILE = /design/flow/constraint.sdc
export NUM_CORES = 4
export LEC_CHECK = 1
export CORE_AREA = 10 10 81 81
export DIE_AREA = 0 0 91 91
==> design/flow/constraint.sdc <==
current_design hazUnit

set clk_period 1.9
set clk_io_pct 0.2

create_clock -name clk0 -period $clk_period

set non_clock_inputs [all_inputs -no_clocks]
set_input_delay [expr $clk_period * $clk_io_pct] -clock clk0 $non_clock_inputs
set_output_delay [expr $clk_period * $clk_io_pct] -clock clk0 [all_outputs]
==> tab_implementation.tex <==
% Yosys + OpenROAD metrics
\begin{tabular}{lr}
\hline
Metric & Value \\
\hline
\multicolumn{2}{l}{\textbf{Run status}} \\
Run status & complete, but fails checks \\
Violations in the final reports & negative setup slack \\
\multicolumn{2}{l}{\textbf{Floorplanning}} \\
Number of placed I/O pins & slightly above 50 \\
Floorplan Utilization & between 10\% and 20\% \\
Die Span Y & around 90 um \\
Die span in x & 91 um \\
Row cnt & 25 \\
Die area & roughly 8300 sq um \\
Core region area & just under 5000 sq um \\
\multicolumn{2}{l}{\textbf{Timing}} \\
Number of max-slew violations in the final report & 0 \\
Actual slew at the worst max-slew pin & $\sim$0.30 ns \\
Final critical-path setup slack & -0.0163 ns \\
Highest achievable clock rate & around 0.52 GHz \\
Setup violations, final & 1 \\
Slew margin rel. & about four fifths \\
Setup repair after global routing missed its margin & yes \\
Post-layout period usage & 101\% \\
Final min period & 1.92 ns \\
Hold Violations, Final & 0 \\
\multicolumn{2}{l}{\textbf{GRT}} \\
Global-route wire length before repair & 5080 um \\
Initial antenna violation count & 0 \\
Number of global-route vias before repair & just over 1000 \\
Global Route Usage Sum & a little over 7\% \\
Remaining global-route overflow & 0 \\
Largest net degree at the start of global routing & 6 \\
\multicolumn{2}{l}{\textbf{Placed design}} \\
Pre-CTS setup slack & -0.779 ns \\
Placed insts & 232 \\
Port-buffer cells & 50 \\
GP Congestion & roughly 0.84 \\
Post-DP HPWL & roughly 2700 um \\
\multicolumn{2}{l}{\textbf{Route}} \\
Wire length reported by the detailed router & 3190 um \\
Average routed wire per standard cell & roughly 13 um \\
Iteration-0 DRC Markers & 24 \\
Router iterations before antenna repair & 4 \\
Antenna-violating nets left & 0 \\
Total number of vias & about 930 \\
Number of remaining DRC errors & 0 \\
Inserted Diodes & 0 \\
Vias per inst & around 3.9 \\
\multicolumn{2}{l}{\textbf{Yosys}} \\
Area figure in the yosys stat output & a little over 700 sq um \\
Portion of the post-synthesis area used by sequential elements & 0\% \\
Synth Cell Area & around 720 sq um \\
Post-synthesis average cell area & $\sim$7.5 sq um \\
Unique masters post-synth & 24 \\
Yosys cell count & 96 \\
Count of warnings emitted by yosys & 1 \\
Number of instances in the synthesized netlist & about 96 \\
\multicolumn{2}{l}{\textbf{Hold path}} \\
WHS Path Cells & 4 \\
Hold crit path type & input port to output pin \\
Hold Startpoint & RtD[0] \\
Worst Hold Path EP & Forward\_B\_D \\
\multicolumn{2}{l}{\textbf{Critical path}} \\
Max stage delay on crit path & $\sim$0.54 ns \\
Cell-by-cell listing of the critical path & buf\_2 > or4\_4 > nor2\_4 > nor4\_2 > nor4\_2 > buf\_2 \\
Worst Setup Path Type & input port to output pin \\
Largest driver fanout on the critical path & 2 \\
Required time at the worst-slack endpoint & 1.52 ns \\
Arrival time of data at the critical path endpoint & around 1.5 ns \\
Endpoint type of the worst setup path & output pin \\
Cell at the slowest stage of the critical path & or4\_4 \\
Startpoint class of the critical path & input port \\
\multicolumn{2}{l}{\textbf{Power}} \\
Overall Power & between 0.3 and 0.4 mW \\
Cell Pwr Density & 203 nW/um\^{}2 \\
Largest vdd supply drop & between 0.06 and 0.07 mV \\
Lkg Pwr & between 0.6 and 0.7 nW \\
\multicolumn{2}{l}{\textbf{Flow run}} \\
Tool warnings & 35 \\
Total of max-cap violations & 0 \\
\multicolumn{2}{l}{\textbf{Finish}} \\
Comb. cell area & roughly 810 sq um \\
Post-route non-filler standard cell count & 239 \\
Fillers & around 530 \\
\# clk buffers & 0 \\
Most frequent cells in the layout & xor2\_1, buf\_4, buf\_2 \\
Most common logic cell in the routed design & xor2\_1 \\
Share of cells above drive strength 1 & between 50\% and 60\% \\
P\&R area growth vs syn & 109\% \\
Seq Cell Count & 0 \\
Sequential cell area & 0 sq um \\
\multicolumn{2}{l}{\textbf{Clock network}} \\
Number of hold buffers added after CTS & 0 \\
\hline
\end{tabular}
## layer usage
metal | track usage [%] | share of wire (%)
met3 | 0.664 | 2.5
met5 | 0 | 0
met2 | 14.2 | 54
met4 | 0 | 0
met1 | 8.76 | 44
## final cells by class
class	instances	area share (%)
multi-input cells	90	53.6
repair buffers	82	40.8
well taps	67	5.54
## power breakdown
part	internal, mW	leakage (nW)	switching (mW)	total (mW)
combinational	0.169	0.662	0.138	0.307
sequential	0	0	0	0
clock	0	0	0	0
## Yosys cell counts
library cell	n	area (sq um)
buf_4	2	15.0
a211oi_1	1	7.51
xnor2_1	17	149
nor4_1	6	37.5
or3_1	1	6.26
and2_0	1	6.26
clkbuf_1	2	7.51
nand4_1	3	18.8
o211ai_1	2	15.0
a32oi_1	1	8.76
nor4_2	2	25.0
nor2_1	2	7.51
nand4b_1	1	8.76
or4_1	2	15.0
nand2_1	4	15.0
a21oi_1	2	10.0
nor3_1	9	45.0
nor2_4	1	11.3
buf_2	1	5.00
or4_4	1	11.3
a22oi_1	2	15.0
nand3_1	2	10.0
xor2_1	30	263
buf_6	1	11.3
## kinds of logic after synthesis
kind of cell	synth area share [%]
buf+inv	5.35
compound gates	7.77
simple gates	30.1
xor+xnor	56.8
## critical path, delay by kind of cell
family,cells,cell delay [ns]
AND/OR/NAND/NOR,4,0.91
buffers and inverters,2,0.24
## stage by stage
stage | hold slack [ns] | TNS, ns | utilization (%) | area [sq um]
global placement | 1.73 | -6.14 | 30.3 | 1460
global route | 1.28 | -0.139 | 31.4 | 1510
CTS | 1.25 | -0.0838 | 30.8 | 1480
finish | 1.24 | -0.0163 | 31.4 | 1510
floorplan | 0.820 | 0 | - | 724
detailed placement | 1.74 | -6.30 | 30.3 | 1460
## timing repair
item | 4_1_cts | 5_1_grt
setup endpoints to repair | 9 | 9
gates resized | 142 | 22
buffers inserted | 9 | 1
pin swaps | 27 | 17
## how the worst max path moves through the flow
stage	start	end	slack (ns)	depth (start not counted)
6_report	RtE[0]	Forward_B_E[0]	-0.02	6
5_1_grt	RtE[0]	Forward_B_E[0]	-0.08	6
4_1_cts	RtE[4]	Forward_B_E[0]	-0.08	6
Power is estimated from default activity; no workload was simulated.
